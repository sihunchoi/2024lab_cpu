## ./config.mk

```make
export PLATFORM = sky130hd
export DESIGN_NAME = alu_32bit
export DESIGN_NICKNAME = alu_32bit
export VERILOG_FILES = /design/flow/design.v
export SDC_FILE = /design/flow/constraint.sdc
export NUM_CORES = 4
export LEC_CHECK = 1
export CORE_UTILIZATION = 30
```

## ./constraint.sdc

```tcl
current_design alu_32bit

set clk_period 31.3
set clk_io_pct 0.2

create_clock -name clk0 -period $clk_period

set non_clock_inputs [all_inputs -no_clocks]
set_input_delay [expr $clk_period * $clk_io_pct] -clock clk0 $non_clock_inputs
set_output_delay [expr $clk_period * $clk_io_pct] -clock clk0 [all_outputs]
```

## ./design.v

```verilog
module adder(
    a, 
    b, 
    ci, 
    sum,
    N,
    Z,
    C,
    V
);
    input [31:0] a, b;
    input ci;
    output [31:0] sum;
    output N, Z, C, V;
    wire c_msb;
    wire c_30;
    wire [2:0] w_carry;
    cla_8bit CLA_8bit_01 (.a(a[7:0]), .b(b[7:0]), .ci(ci), .s(sum[7:0]), .co(w_carry[0]), .c_30());
    cla_8bit CLA_8bit_02 (.a(a[15:8]),  .b(b[15:8]),  .ci(w_carry[0]), .s(sum[15:8]), .co(w_carry[1]), .c_30());
    cla_8bit CLA_8bit_03 (.a(a[23:16]), .b(b[23:16]), .ci(w_carry[1]), .s(sum[23:16]), .co(w_carry[2]), .c_30());
    cla_8bit CLA_8bit_04 (.a(a[31:24]), .b(b[31:24]), .ci(w_carry[2]), .s(sum[31:24]), .co(c_msb), .c_30(c_30));
    assign N = sum[31];
    assign Z = (sum == 32'h0) ? 1'b1 : 1'b0;
    assign C = c_msb;
    assign V = c_msb ^ c_30;
endmodule
module cla_8bit(
    a, 
    b, 
    ci, 
    s, 
    co,
    c_30
);
    input [7:0] a, b;
    input ci;
    output [7:0] s;
    output co, c_30;
    wire [7:0] g, p;
    wire [7:0] c;
    full_adder fa0(.a(a[0]), .b(b[0]), .ci(ci), .s(s[0]), .g(g[0]), .p(p[0]));
    full_adder fa1(.a(a[1]), .b(b[1]), .ci(c[0]), .s(s[1]), .g(g[1]), .p(p[1]));
    full_adder fa2(.a(a[2]), .b(b[2]), .ci(c[1]), .s(s[2]), .g(g[2]), .p(p[2]));
    full_adder fa3(.a(a[3]), .b(b[3]), .ci(c[2]), .s(s[3]), .g(g[3]), .p(p[3]));
    full_adder fa4(.a(a[4]), .b(b[4]), .ci(c[3]), .s(s[4]), .g(g[4]), .p(p[4]));
    full_adder fa5(.a(a[5]), .b(b[5]), .ci(c[4]), .s(s[5]), .g(g[5]), .p(p[5]));
    full_adder fa6(.a(a[6]), .b(b[6]), .ci(c[5]), .s(s[6]), .g(g[6]), .p(p[6]));
    full_adder fa7(.a(a[7]), .b(b[7]), .ci(c[6]), .s(s[7]), .g(g[7]), .p(p[7]));
    cla_unit_8bit u_cla_unit(
        .g(g), 
        .p(p), 
        .ci(ci), 
        .c(c)
    );
    assign co = c[7];
    assign c_30 = c[6];
endmodule
module cla_unit_8bit(
    g, 
    p, 
    ci, 
    c
);
    input [7:0] g, p;
    input ci;
    output [7:0] c;
    assign c[0] = g[0] | (p[0]&ci);
    assign c[1] = g[1] | (p[1]&c[0]);
    assign c[2] = g[2] | (p[2]&c[1]);
    assign c[3] = g[3] | (p[3]&c[2]);   
    assign c[4] = g[4] | (p[4]&c[3]);   
    assign c[5] = g[5] | (p[5]&c[4]);   
    assign c[6] = g[6] | (p[6]&c[5]);   
    assign c[7] = g[7] | (p[7]&c[6]); 
endmodule 
module full_adder(
    a, 
    b, 
    ci, 
    s, 
    g, 
    p
);
    input a, b, ci;
    output s, g, p;
    assign s = p^ci;
    assign g = a&b;
    assign p = a^b;
endmodule
`timescale 1ns/100ps
module alu_32bit(
    a_in,
    b_in,
    ALUControl,
    result,
    aN,
    aZ,
    aC,
    aV
);
    input [31:0] a_in, b_in;
    input [2:0] ALUControl;
    output reg [31:0] result; 
    output reg aN, aZ, aC, aV;            
    wire N, Z, C, V;
    wire [31:0] add_sub_b;
    wire [31:0] adder_result, and_result, or_result, SLT_result;
    assign add_sub_b = (ALUControl == 3'b001 || ALUControl == 3'b101) ? ~b_in + 32'h1 : b_in;
    cla_32bit u_add_32bit_add(
        .a(a_in),
        .b(add_sub_b),
        .ci(1'b0),
        .sum(adder_result),
        .N(N),
        .Z(Z),
        .C(C),
        .V(V)
    );    
    always@(*)
    begin
        if (ALUControl == 3'b000 || ALUControl == 3'b001 || ALUControl == 3'b101) begin
            {aN, aZ, aC, aV} = {N, Z, C, V};
        end
        else if (ALUControl == 3'b010) begin
            aN = and_result[31];
            aZ = (and_result == 32'h0) ? 1'b1 : 1'b0;
            aC = 1'b0;
            aV = 1'b0;
        end
        else if (ALUControl == 3'b011) begin
            aN = or_result[31];
            aZ = (or_result == 32'h0) ? 1'b1 : 1'b0;
            aC = 1'b0;
            aV = 1'b0;
        end
        else begin
            {aN, aZ, aC, aV} = 4'h0;	
        end
    end
    assign and_result = a_in & b_in;
    assign or_result = a_in | b_in;
    assign SLT_result = aN ^ aV;
    always@(*) begin
        case(ALUControl)
            3'b000 : result = adder_result;         
            3'b001 : result = adder_result;         
            3'b010 : result = and_result;           
            3'b011 : result = or_result;            
            3'b101 : result = SLT_result;           
            default : result = 32'h0000_0000;
        endcase
    end
endmodule
`timescale 1ns/100ps
module cla_32bit(
    a, 
    b, 
    ci, 
    sum,
    N,
    Z,
    C,
    V
);
    input [31:0] a, b;
    input ci;
    output [31:0] sum;
    output N, Z, C, V;
    wire c_msb;
    wire c_30;
    wire [2:0] w_carry;
    cla_8bit CLA_8bit_01 (.a(a[7:0]), .b(b[7:0]), .ci(ci), .s(sum[7:0]), .co(w_carry[0]), .c_30());
    cla_8bit CLA_8bit_02 (.a(a[15:8]),  .b(b[15:8]),  .ci(w_carry[0]), .s(sum[15:8]), .co(w_carry[1]), .c_30());
    cla_8bit CLA_8bit_03 (.a(a[23:16]), .b(b[23:16]), .ci(w_carry[1]), .s(sum[23:16]), .co(w_carry[2]), .c_30());
    cla_8bit CLA_8bit_04 (.a(a[31:24]), .b(b[31:24]), .ci(w_carry[2]), .s(sum[31:24]), .co(c_msb), .c_30(c_30));
    assign N = sum[31];
    assign Z = (sum == 32'h0) ? 1'b1 : 1'b0;
    assign C = c_msb;
    assign V = c_msb ^ c_30;
endmodule
```

## ./run.sh

```bash
#!/bin/bash
# OpenROAD 26Q1-2900-gdf79404cd8, Yosys 0.63+post, stock flow scripts
make -C /OpenROAD-flow-scripts/flow DESIGN_CONFIG=/design/flow/config.mk WORK_HOME=/design/flow/orfs finish
```

==> flow_metrics.tcl <==
# place-and-route summary
set metrics [dict create \
    netlist_instances 346 \
    yosys_warnings 1 \
    first_pass_iters 4 \
    peakVddDrop_uv 9.08 \
    cp-start-kind "input pin" \
    synth_area_mm2 0.00247 \
    setup_viol 0 \
    dieArea_mm2 0.00862 \
    maxSlewViolCount 0 \
    grt_pass1_wl_um 16600 \
    topCellsByArea "fa_1 25%, a311oi_1 10%, o21ai_0 8.1%" \
    fp-utilization_pct 31.5 \
    die_x_um 92.8 \
    crit_fanout 66 \
    tool_warnings 33 \
    finalClockPeriodUsage_pct 86.9 \
    via_per_inst 5.85 \
    core_area_mm2 0.00785 \
    grt_overflow_total 0 \
    yosys.cell_types.count 37 \
    cp_slowest_stage_delay_ns 0.53 \
    num-fill-cells 847 \
    vias 3112 \
    hpwl_um 8550 \
    post-synth-top-count-cell "nor2_1" \
    cts_setup_buffers 0 \
    hold_buffers 0 \
    track_usage_pct 25.8 \
    ys_cells 346 \
    comb_area_mm2 0.00235 \
    die_y_um 92.8 \
    first_global_vias 2958 \
    status "complete, no violations" \
    drc_errors 0 \
    ys_chip_area_mm2 0.00247 \
    pin_count 103 \
    crit_arrival_ns 20.93 \
    critical_path_class "input pin to output pin" \
    diodes 0 \
    min-delay-start "ALUControl[0]" \
    finalSetupTns_ns 0 \
    wirelength_um 10600 \
    worstSetupStartpoint "ALUControl[1]" \
    cpMostUsedCell "fa_1" \
    power.density_mw_per_mm2 21.3 \
    port_buffers 103 \
    synth.top_cell.area_share_pct 25.1 \
    gp_congestion 0.944 \
    hp-class "input pin to output pin" \
    rsz0062_at_grt "false" \
    grt_max_degree 67 \
    hold_viol 0 \
    max_freq_mhz 36.8 \
    dp_slack_ns 4.20 \
    finalWorstSetupSlack_ns 4.11 \
    syn_area_per_cell_um2 7.15 \
    slew_headroom_pct 50.9 \
    crit_slowest_cell "buf_4" \
    timing.critical_path.buf_inv 6 \
    rows 32 \
    drt_iter0_drc 111 \
    ant_nets 0 \
    worst_path_dominant_cell_family "adder cells" \
    worst_slew_pin_slew_ns 0.730 \
    clkbuf_count 0 \
    wl_per_cell_um 19.9 \
    cp-end-kind "output pin" \
    antenna_found_initial 0 \
    synthTopCellsByCount "44 x nor2_1, 41 x nand2_1, 40 x o21ai_0, 31 x fa_1, 29 x a311oi_1" \
    synth_seq_share_pct 0 \
    worstPathRequired_ns 25.04 \
    ff_count 0 \
    syn2layout_area_growth_pct 44.1 \
    drive_above_1_share_pct 1.86 \
    drv_cap 0 \
    min_period_ns 27.19 \
    leakage_nw 1.20 \
    netlist.top_cell.by_area "fa_1" \
    post_cts_resized 0 \
    regArea_um2 0 \
]
-- tightest hold or removal path, stage by stage --
cell             delay [ns]
buf_2                  0.09
buf_4                  0.28
nand2_1                0.12
a311oi_1               0.09
clkdlybuf4s50_1        0.39
-- kinds of logic (layout without fill, tap and decap cells) --
kind of cell             Yosys count  in the layout  share of synthesized area [%]
multiplexers                       2              2                          0.809
buffers and inverters             32            116                           4.85
XOR/XNOR                          32             32                           11.3
adder cells (fa/ha/maj)           34             34                           26.6
AND-OR/OR-AND                    107            107                           29.4
AND/OR/NAND/NOR                  139            139                           27.0
-- final cells by class --
type | instances | share of cell area, %
multi-input combinational | 314 | 66.0
timing repair buffer | 107 | 29.5
tap | 102 | 3.58
inverter | 9 | 0.947
-- path summary, 6_finish.rpt --
path                     end  slack [ns]  cells after the start
setup / recovery          aZ        4.11                     44
hold / removal    result[24]       13.49                      5
-- power by group --
part / switching, mW / leakage, nW / internal, mW
Sequential: 0 / 0 / 0
Combinational: 0.0377 / 1.20 / 0.0381
Clock: 0 / 0 / 0
-- metrics by stage --
stage | instance area (um2) | instances | hold WS, ns | util, % | power [mW]
after floorplan | 2470 | 346 | 12.62 | - | 0.0363
after global placement | 3570 | 532 | 13.50 | 45.5 | 0.0763
after detailed placement | 3570 | 532 | 13.51 | 45.5 | 0.0755
after CTS | 3570 | 532 | 13.51 | 45.5 | 0.0760
after global routing | 3570 | 532 | 13.57 | 45.5 | 0.0832
final | 3570 | 532 | 13.49 | 45.5 | 0.0759
-- per-layer routing --
metal	wire [um]	vias to the layer above	global-route usage [%]
li1	-	1474	-
met1	4770	1472	38.8
met2	4710	150	38.5
met3	911	16	7.52
met4	180	0	3.33
met5	0	-	0
-- placed cells by master, fill, tap and decap left out, drive strengths merged, types with 7 or more instances in the layout --
cell,netlist,routed
nor2,44,44
nand2,41,41
xnor2,19,19
xor2,13,13
a21oi,10,10
inv,9,9
clkdlybuf4s50,0,101
fa,31,31
a311oi,29,29
nor3,8,8
nor4,22,22
o21ai,40,40
o31ai,7,7
Power is estimated from default activity; no workload was simulated.
